$ cat run.sh
#!/bin/bash
# OpenROAD 26Q1-2900-gdf79404cd8, Yosys 0.63+post, stock flow scripts
make -C /OpenROAD-flow-scripts/flow DESIGN_CONFIG=/design/flow/config.mk WORK_HOME=/design/flow/orfs finish
$ cat config.mk
export PLATFORM = sky130hd
export DESIGN_NAME = alu64
export DESIGN_NICKNAME = alu64
export VERILOG_FILES = /design/flow/design.v
export SDC_FILE = /design/flow/constraint.sdc
export NUM_CORES = 4
export LEC_CHECK = 1
export CORE_UTILIZATION = 30
$ cat constraint.sdc
current_design alu64

set clk_period 23.3
set clk_io_pct 0.2

create_clock -name clk0 -period $clk_period [get_ports {CLK}]

set non_clock_inputs [all_inputs -no_clocks]
set_input_delay [expr $clk_period * $clk_io_pct] -clock clk0 $non_clock_inputs
set_output_delay [expr $clk_period * $clk_io_pct] -clock clk0 [all_outputs]
$ cat design.v
`timescale 1ns / 1ps
module alu64(
    input  [63:0]  A,
    input  [63:0]  B,
	input  [5:0]   shamt,
    input  [3:0]   aluctrl,
	input          CLK,
    output reg [63:0]  Z
);
reg [63:0] alu_out;
always @(*) begin
	alu_out = 64'b0;           
	case(aluctrl)
		4'b0000:  begin  
						alu_out = A + B; 
				 end
		4'b0001:  begin  
						alu_out = A - B; 
				 end
		4'b0010:  begin  
						alu_out = A & B; 
				  end
		4'b0011:  begin  
						alu_out = A | B; 
				  end
		4'b0100:  begin  
						alu_out= A ^ B;
				 end				  
		4'b0110:  begin  
						if ( A == B ) 
						begin
							alu_out[0] = 1'b1;
						end
				  end
		4'b1001: begin  
				        if (A < B) begin
						    alu_out[0] = 1'b1;
						end
				 end
		4'b1100: begin  
                        alu_out = A >> shamt;				      
				 end
		4'b1101:    begin  
				        if (A != B) begin
						    alu_out[0] = 1'b1;
						  end
	    				end
		default: begin
						alu_out = 64'bX;      
					end
	endcase
end
always @(posedge CLK) begin
	    Z <= alu_out;
end
endmodule
==> impl_metrics.toml <==
# implementation run metrics
[outcome]
status = "finished clean"

[worst_setup_path]
critPathSlowestCell = "a311oi_1"
path_delay_family = "AND-OR/OR-AND gates"
worst_setup_path_end_kind = "flop"
critPathBufInv = 2
worstPathRequired_ns = 23.52
worstPathMaxFanout = 10
slowest_delay_ns = 0.77
worstSetupPathType = "primary input to flop"
arrival_ns = 9.29
path_cells = "clkdlybuf4s50_1 > inv_1 > ha_1 > nor2_1 > o311a_1 > o31ai_1 > nand2_1 > a21oi_2 > o211ai_1 > a311oi_1 > nor3_1 > a31oi_1 > o221ai_1"
crit_path_start_kind = "primary input"

[clock_tree]
clkSinkCount = 64
cts_tree = "built"
clockBufferDepth = 2
post_cts_buffers = 0
cts.repair.resized = 0
hold_buffers = 0
path_clk_slew_ns = 0.06
htree_levels = 3
root_buffer = "clkbuf_16"
cts_buffers = 9

[cells_and_area]
regMostFlops = "Z"
layout_top_cells_excl_fill_tap = "nand2_1 (281), a21oi_1 (228), inv_1 (209)"
fin_util_pct = 35.5
stdcell_area_um2 = 19100
layout_top_cell = "nand2_1"
fill_cells = 5579
synthToLayoutAreaGrowth_pct = 17.2
reg.largest.list = "Z: 64 flops"
largest_reg_flops = 64
layout-drive-gt1-share_pct = 5.91
layout.area.comb_um2 = 13600
flop_area_um2 = 1280
layoutNonFillerInstCount = 3133

[route]
route.detailed.drc = 0
vias = 19600
insertedDiodeCount = 0
first_pass_iters = 9
drt-initial-drc-count = 2123
wl_per_cell_um = 26.9
ant_nets = 0
wl_um = 84300
vias_per_cell = 6.25

[yosys]
async_flop_share_pct = 0
ys_seq_share_pct = 7.87
yosysCellCount = 2345
yosysTopAreaCell = "ha_1"
edf_count = 0
synth_cell_types = 96
ys_ff = 64
syn-cell-area_um2 = 16300
synth_cells = 2345
ys_area_um2 = 16300
yosysTopAreaCellShare_pct = 14.8
synthTopCellsByArea = "ha_1 (15%), dfxtp_1 (7.9%), mux4_2 (7.3%), a21oi_1 (7.0%), nand2_1 (6.5%)"
ys.warnings.count = 1
synth_area_per_cell_um2 = 6.94
synth_top_flop_cell = "dfxtp_1"

[die]
io_pins = 203
die-width_um = 235
die_area_um2 = 55200
rows = 85
core-area_um2 = 53700
fp.dieH_um = 235
initCoreUtil_pct = 30.3

[timing]
worst_pin_slew_ns = 0.946
maxSlewHeadroom_pct = 35.3
finalClockPeriodUsage_pct = 38.9
rsz0062_at_grt = "no"
max_freq_mhz = 110
fin_crit_ns = 9.07
finalSetupViolCount = 0
drv_slew = 0
worst_hold_slack_ns = 5.14
finalHoldViolCount = 0
setup_tns_ns = 0

[global_route]
gr-total-overflow = 0
grt_usage_pct = 30.5
grt_pass1_vias = 18700
grt_pass1_wl_um = 124000
grt_max_degree = 62
antenna_found_initial = 1

[place]
dp_hpwl_um = 66200
postPlaceCellArea_um2 = 18800
gp_congestion = 1.01
placed_cells = 3119
port_buffers = 202

[flow_run]
maxCapViolCount = 0
tool_warnings = 153

[power]
vdd_drop_max_mv = 0.0442
p_leak_nw = 8.02
powerDensity_nw_per_um2 = 41.0

[worst_hold_path]
hold_path.class = "primary input to flop"
## metal layers
| metal | vias up | share of wire (%) | routed length, µm | GRT usage (%) |
|---|---|---|---|---|
| li1 | 8861 | - | - | - |
| met1 | 9432 | 42 | 35500 | 42.2 |
| met2 | 1094 | 45 | 37700 | 46.9 |
| met3 | 186 | 9.1 | 7700 | 7.02 |
| met4 | 4 | 4.1 | 3470 | 10.2 |
| met5 | - | 0.069 | 58 | 0.606 |
## final timing paths
path | from | cells after the start | slack, ns | to
worst max-delay path | A[2] | 13 | 14.23 | Z[50]
worst min-delay path | B[0] | 4 | 5.14 | Z[0]
## cell families (layout without fill, tap and decap cells)
group,after synthesis,after routing,share of synthesized area (%)
AND-OR/OR-AND,871,871,36.6
XOR/XNOR,15,15,0.807
adder cells (fa/ha/maj),194,194,15.0
buffers and inverters,375,467,8.99
flip-flops,64,64,7.87
multiplexers,115,115,11.2
AND/OR/NAND/NOR,711,711,19.6
## through the flow
stage	worst slack [ns]	power, mW
floorplan	15.89	0.422
global placement	14.02	0.636
detailed placement	13.95	0.633
CTS	14.36	0.776
global route	14.08	0.827
finish	14.23	0.781
## final cells by class
class	instances	area share (%)
clock buffers	13	1.31
multi-input cells	1906	71.2
repair buffers	239	12.0
clock inverters	1	0.0262
flip-flops and latches	64	6.72
inverters	214	4.21
well taps	696	4.57
## synthesized netlist by cell type, drive strengths merged (26+ instances only)
cell	n
nand2	282
a21oi	229
inv	212
nor2	198
ha	192
o21ai	165
clkbuf	104
dfxtp	64
mux2i	61
buf	57
mux4	53
nor3	47
o221ai	46
a221oi	45
o21bai	44
o211ai	32
nand4	31
o22ai	28
a211oi	27
a22oi	27
nand3	27
nor4	27
a21o	26
a221o	26
o31ai	26
## power breakdown
part	leakage (nW)	total [mW]	switching, mW	internal, mW
logic	7.36	0.506	0.311	0.196
registers	0.538	0.138	0.00765	0.131
clock network	0.126	0.137	0.0634	0.0735
total	8.02	0.781	0.382	0.400
Power and IR drop assume default switching activity.
