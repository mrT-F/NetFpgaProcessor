===== flow/constraint.sdc =====
current_design gyn_regfile8

set clk_period 21.9
set clk_io_pct 0.2

create_clock -name clk0 -period $clk_period [get_ports {CLK}]

set non_clock_inputs [all_inputs -no_clocks]
set_input_delay [expr $clk_period * $clk_io_pct] -clock clk0 $non_clock_inputs
set_output_delay [expr $clk_period * $clk_io_pct] -clock clk0 [all_outputs]

===== flow/run.sh =====
#!/bin/bash
# OpenROAD 26Q1-2900-gdf79404cd8, Yosys 0.63+post, stock flow scripts
make -C /OpenROAD-flow-scripts/flow DESIGN_CONFIG=/design/flow/config.mk WORK_HOME=/design/flow/orfs finish

===== flow/config.mk =====
export PLATFORM = sky130hd
export DESIGN_NAME = gyn_regfile8
export DESIGN_NICKNAME = gyn_regfile8
export VERILOG_FILES = /design/flow/design.v
export SDC_FILE = /design/flow/constraint.sdc
export NUM_CORES = 4
export LEC_CHECK = 1
export CORE_UTILIZATION = 30

===== flow/design.v =====
`timescale 1ns / 1ps
module gyn_regfile8(
	input [3:0] r0addr,
	input [3:0] r1addr,
    input [71:0] wdata,
	input read_en,
    input wena,
    input [3:0] waddr,
	input CLK,
	input reset,
    output reg [71:0] r0data,
    output reg [71:0] r1data
    );
	reg [71:0] R0;
	reg [71:0] R1;
	reg [71:0] R2;
	reg [71:0] R3;
	reg [71:0] R4;
	reg [71:0] R5;
	reg [71:0] R6;
	reg [71:0] R7;
	always @(posedge CLK) begin
		if (reset)
		begin    
			R0 <= 0;
			R1 <= 0;
			R2 <= 0;
			R3 <= 0;
			R4 <= 0;
			R5 <= 0;
			R6 <= 0;
			R7 <= 0;
		end
		else
		begin			
			if (wena)
			begin
				case(waddr)
					4'b0000: 
						begin
							R0 <= 72'b0;
						end
					4'b0001: 
						begin
							R1 <= wdata;
						end
					4'b0010:
						begin
							R2 <= wdata;
						end
					4'b0011: 
						begin
							R3 <= wdata;
						end
					4'b0100:
						begin
							R4 <= wdata;
						end
					4'b0101:
						begin
							R5 <= wdata;
						end
					4'b0110:
						begin
							R6 <= wdata;
						end
					4'b0111:
						begin
							R7 <= wdata;
						end
					default:
					    begin
						    R0 <= 72'b0;
							R1 <= 72'bX;
							R2 <= 72'bX;
							R3 <= 72'bX;
							R4 <= 72'bX;
							R5 <= 72'bX;
							R6 <= 72'bX;
							R7 <= 72'bX;
						end
				endcase
			end
		end
	end  
	always @(*) begin
			if (read_en) begin
				case(r0addr)
				4'b0000:  
					begin
						r0data = R0;
					end
				4'b0001: 
					begin
						r0data = R1;
					end
				4'b0010:
					begin
						r0data = R2;
					end
				4'b0011: 
					begin
						r0data = R3;
					end
				4'b0100:
					begin
						r0data = R4;
					end
				4'b0101:
					begin
						r0data = R5;
					end
				4'b0110:
					begin
						r0data = R6;
					end
				4'b0111:
					begin
						r0data = R7;
					end
			    default:
				    begin
					    r0data = 72'bX;
					end
			endcase
			case(r1addr)
				4'b0000:  
					begin
						r1data = R0;
					end
				4'b0001: 
					begin
						r1data = R1;
					end
				4'b0010:
					begin
						r1data = R2;
					end
				4'b0011: 
					begin
						r1data = R3;
					end
				4'b0100:
					begin
						r1data = R4;
					end
				4'b0101:
					begin
						r1data = R5;
					end
				4'b0110:
					begin
						r1data = R6;
					end
				4'b0111:
					begin
						r1data = R7;
					end
				default:
				    begin
					    r1data = 72'bX;
					end
			endcase
		end else begin
			r0data = 72'bX;
			r1data = 72'bX;
		end
	end
endmodule

==> flow_metrics.tcl <==
# place-and-route summary
set metrics [dict create \
    status "finished, final reports clean" \
    logic_family "AND-OR/OR-AND gates" \
    mi_logic_area_um2 13500 \
    die_area_um2 83600 \
    pre_cts_ws_ps 9910 \
    vias_per_cell 5.56 \
    clk_path_buf_depth 3 \
    cts_buffers 55 \
    finalCriticalPeriod_ps 12060 \
    drive_above_1_share_pct 6.60 \
    timing.rr.start "R4[42]" \
    max_slew_margin_pct 44.3 \
    ff2ff_setup_slack_ps 21240 \
    die_h_um 289 \
    fin_tns_setup_ps 0 \
    syn_area_um2 24700 \
    use_met3_pct 6.10 \
    critPathSlowestCell "clkdlybuf4s50_1" \
    busiest_layer "met2" \
    muxShareOfSynthArea_pct 15.1 \
    synth_cells 3173 \
    worstHoldPathType "reg -> reg" \
    grt_start_max_net_pins 103 \
    ys.warnings.count 1 \
    grt_pass1_vias 22779 \
    port_buffers 230 \
    ys_seq_share_pct 40.8 \
    grt_pass1_wl_um 147000 \
    die_w_um 289 \
    clkLatencyLatePin_ps 610 \
    synth-simple-area-share_pct 16.9 \
    n_fill_cell 8319 \
    drv_slew 0 \
    avgSynthCellArea_um2 7.80 \
    total_power_mw 2.23 \
    io_pins 232 \
    finalWeightedCongestion 0.827 \
    warnings 29 \
    grt-ovfl-total 0 \
    path_cells "clkdlybuf4s50_1 -> nor2b_4 -> buf_4 -> a22oi_1 -> o21ai_0 -> clkdlybuf4s50_1" \
    synth-edff-count 0 \
    drc 0 \
    cpMostUsedCell "clkdlybuf4s50_1" \
    skew_ps 0 \
    yosys_cells 3173 \
    syn_to_final_growth_pct 19.1 \
    xor_area_share_pct 0 \
    most-common-layout-cells "1012 x nand2_1, 569 x a21oi_1, 504 x dfxtp_1, 327 x mux2i_1, 225 x clkdlybuf4s50_1" \
    powerDensity_nw_per_um2 75.8 \
    worst_slack_ps 9840 \
    tritoncts "done" \
    antenna_found_initial 10 \
    hold_violations 0 \
    wl_per_cell_um 23.0 \
    grt_usage_pct 24.0 \
    rsz0062_at_grt "false" \
    endpoint "r1data[4]" \
    ir_worst_vdd_v 0.0000529 \
    fp_util_pct 30.5 \
    met1_usage_pct 35.1 \
    htree_levels 2 \
    dp_hpwl_um 55100 \
    grtUsageMet2_pct 35.8 \
    cp_max_fo 19 \
    crit_path_end_kind "primary output" \
    layout_top_cell "nand2_1" \
    synthFlopType "dfxtp_1" \
    core-area_um2 81100 \
    ff2ff_path_depth 2 \
    clkSinkCount 504 \
    regArea_um2 10100 \
    clk_pin_slew_ps 60 \
    drv_cap 0 \
    rr_endpoint "R4[42]" \
    vias 24101 \
    startpoint "r1addr[1]" \
    fa_ha_area_share_pct 0 \
    finalSetupViolCount 0 \
    start_kind "input pin" \
    cp.arrival_ps 7680 \
    synthArstFlopShare_pct 0 \
    postCtsSetupBuffers 0 \
    synth-compound-area-share_pct 21.9 \
    slowest_delay_ps 890 \
    finalCritPeriodShare_pct 55.1 \
    yosys_register_bits 504 \
    synth_cell_types 35 \
    path_class "in -> out" \
    max_freq_mhz 82.9 \
    post_cts_resized 0 \
    drt_wl_total_um 100000 \
    core.rowCount 104 \
    ys_area_um2 24700 \
    root_buffer "clkbuf_16" \
    power_leakage_nw 10.9 \
    firstDrtPassIters 6 \
    tightest_slew_ps 835 \
    initialDrtViolationCount 2272 \
    critical_path_required_ps 17520 \
    postCtsHoldBufs 0 \
    antenna_left 0 \
]
-- state kept, by name, summed over array words and instances, names as in the netlist --
signal and flops:
R5 72, R4 72, R2 72, R1 72, R3 72, R7 72, R6 72
-- layer usage --
layer  part of all wire (%)  vias to the layer above
met5                  0.092                        -
met4                    2.9                       14
met3                    9.4                      218
met2                     44                     1124
met1                     44                    11594
li1                       -                    11151
-- cell families after synthesis --
family | count (synthesis)
AOI/OAI and AO/OA | 933
and+or+nand+nor | 1085
DFF | 504
buffers and inverters | 284
muxes | 367
-- report_power, final --
group	total, mW	internal, mW	leakage (nW)	switching [mW]
Sequential	0.999	0.965	4.13	0.0337
Combinational	0.312	0.111	5.90	0.201
Clock	0.920	0.524	0.856	0.396
Total	2.23	1.60	10.9	0.630
-- worst min-delay path by stage --
stage                   from      to  slack, ps  depth (start not counted)
after CTS              R3[9]   R3[9]        470                          2
after global routing   R3[9]   R3[9]        480                          2
final                 R4[58]  R4[58]        470                          2
-- worst max-delay path, delay by kind of cell --
kind | cells | cell delay, ps
AOI/OAI and AO/OA | 2 | 620
buffers and inverters | 3 | 1930
and+or+nand+nor | 1 | 710
-- synth_stat cells (2+ instances only) --
cell / number / share of area, %
nor2_1: 46 / 0.70
mux2_2: 40 / 1.8
nand2b_1: 2 / 0.051
o21a_1: 7 / 0.21
nor2b_1: 3 / 0.076
buf_4: 4 / 0.12
and3b_1: 4 / 0.14
mux2i_1: 327 / 13
a21oi_1: 569 / 12
nand2_1: 1012 / 15
o22ai_1: 140 / 3.5
nor3b_1: 4 / 0.12
a221o_1: 39 / 1.6
o21ai_0: 30 / 0.61
clkbuf_1: 126 / 1.9
nor3b_2: 3 / 0.15
nand3b_1: 3 / 0.091
or3b_1: 3 / 0.11
a211o_1: 41 / 1.5
buf_2: 144 / 2.9
buf_1: 2 / 0.030
o21ai_1: 33 / 0.67
buf_6: 8 / 0.36
dfxtp_1: 504 / 41
a22oi_1: 63 / 1.9
o21ai_2: 7 / 0.25
-- through the flow --
stage                     instance area [um2]  utilization [%]  hold WS (ps)  std cells
final                                   29400             36.3           467       4338
after global routing                    29400             36.3           483       4337
after CTS                               29400             36.3           468       4335
after detailed placement                27700             34.2           459       4240
after global placement                  27700             34.2           452       4240
after floorplan                         24700                -           443       3173
-- layout make-up --
| type | instances | area share (%) |
|---|---|---|
| Timing Repair Buffer | 291 | 9.47 |
| Antenna cell | 3 | 0.0255 |
| Sequential cell | 504 | 34.3 |
| Tap cell | 1060 | 4.50 |
| Multi-Input combinational cell | 2385 | 45.8 |
| Clock buffer | 87 | 5.73 |
| Clock inverter | 8 | 0.217 |
Power is estimated from default activity; no workload was simulated.
